[./run.sh]
#!/bin/bash
# OpenROAD 26Q1-2900-gdf79404cd8, Yosys 0.63+post, stock flow scripts
make -C /OpenROAD-flow-scripts/flow DESIGN_CONFIG=/design/flow/config.mk WORK_HOME=/design/flow/orfs finish
[./config.mk]
export PLATFORM = sky130hd
export DESIGN_NAME = reg_27bits
export DESIGN_NICKNAME = reg_27bits
export VERILOG_FILES = /design/flow/design.v
export SDC_FILE = /design/flow/constraint.sdc
export NUM_CORES = 4
export LEC_CHECK = 1
export CORE_AREA = 10 10 74 74
export DIE_AREA = 0 0 84 84
[./constraint.sdc]
current_design reg_27bits

set clk_period 1.0
set clk_io_pct 0.2

create_clock -name clk0 -period $clk_period [get_ports {clk}]

set non_clock_inputs [all_inputs -no_clocks]
set_input_delay [expr $clk_period * $clk_io_pct] -clock clk0 $non_clock_inputs
set_output_delay [expr $clk_period * $clk_io_pct] -clock clk0 [all_outputs]
[./design.v]
module reg_27bits (
    input clk,
    input  [26:0] input_share0,
    output [26:0] output_share0
);
    reg [26:0] reg_share0;
    always @(posedge clk) begin
        reg_share0 <= input_share0;
    end
    assign output_share0 = reg_share0;
endmodule
==> flow_metrics.env <==
# flow metrics
export IMPL_outcome="finished clean"
export IMPL_grt_busiest_layer="met2"
export IMPL_arrival_ns=0.75
export IMPL_ys_seq_elements=27
export IMPL_instances_no_fill=135
export IMPL_p_leak_nw=0.478
export IMPL_cts_tree="yes"
export IMPL_root_buffer="clkbuf_8"
export IMPL_hold_depth=1
export IMPL_clockBufferDepth=2
export IMPL_worstPathBufferInverterCount=1
export IMPL_rsz0062_at_grt="false"
export IMPL_synth_top_cell_by_count="dfxtp_1"
export IMPL_period_needed_ns=0.952
export IMPL_track_usage_pct=4.39
export IMPL_path_clk_slew_ns=0.08
export IMPL_use_met3_pct=4.53
export IMPL_synthToLayoutAreaGrowth_pct=118
export IMPL_drv_cap=0
export IMPL_period_used_pct=95.2
export IMPL_route_detailed_drc=0
export IMPL_dieArea_sq_mm=0.00706
export IMPL_grt_pass1_vias=423
export IMPL_num_io_pins=55
export IMPL_vias=390
export IMPL_reg_largest_list="reg_share0 (27)"
export IMPL_p_per_area_mw_per_mm2=1610
export IMPL_hold_viol_final=0
export IMPL_comb_area_sq_um=0
export IMPL_gp_congestion=0.712
export IMPL_min_from="input_share0[17]"
export IMPL_common_cells="27 x dfxtp_1"
export IMPL_largest_register="reg_share0"
export IMPL_fin_tns_setup_ns=0
export IMPL_synth_seq_share_pct=100
export IMPL_critPathLaunchType="flop"
export IMPL_postSynth_asyncResetShare_pct=0
export IMPL_met1_usage_pct=4.59
export IMPL_crit_path_max_fanout=1
export IMPL_yosysWarnings=1
export IMPL_synth_top_area_share_pct=100
export IMPL_io_buffers=54
export IMPL_cts_setup_buffers=0
export IMPL_yosys_cells=27
export IMPL_critPathSlowestCell="dfxtp_1"
export IMPL_grt_start_max_net_pins=15
export IMPL_topCellsByArea="dfxtp_1 100%"
export IMPL_num_antenna_cells=0
export IMPL_cts_buffers=3
export IMPL_drive_gt1_share_pct=15.3
export IMPL_finalSetupViolations=0
export IMPL_ys_types=1
export IMPL_htreeDepth=1
export IMPL_warning_count=25
export IMPL_die_y_um=84
export IMPL_comb_cells=0
export IMPL_timing_fmax_mhz=1050
export IMPL_drtAntennaViolNets=0
export IMPL_holdPathEnd="reg_share0[17]"
export IMPL_synth_avg_cell_area_sq_um=20.0
export IMPL_hold_path_class="input port to flop"
export IMPL_cp_required_ns=0.80
export IMPL_worstSetupStartpoint="reg_share0[10]"
export IMPL_syn_inst=27
export IMPL_met2_usage_pct=6.20
export IMPL_fp_util_pct=13.6
export IMPL_syn_cell_area_sq_um=541
export IMPL_cp_slowest_stage_delay_ns=0.31
export IMPL_ir_drop_mv=0.826
export IMPL_synth_area_leader_cell="dfxtp_1"
export IMPL_num_rows=23
export IMPL_edf_count=0
export IMPL_drt_pre_antenna_iters=2
export IMPL_crit_type="flop to primary output"
export IMPL_dp_cells=131
export IMPL_die_size_x_um=84
export IMPL_final_fill_count=405
export IMPL_place_area_sq_mm=0.00114
export IMPL_endpoint_kind="primary output"
export IMPL_antenna_found_initial=0
export IMPL_coreArea_sq_mm=0.00397
export IMPL_slew_violations=0
export IMPL_yosysChipArea_sq_um=541
export IMPL_routedWlPerCell_um=11.6
export IMPL_finalPower_mw=1.90
export IMPL_holdWs_ns=0.365
export IMPL_drt_iter0_markers=3
export IMPL_crit_chain="clkdlybuf4s15_1"
export IMPL_stdcell_area_sq_mm=0.00118
export IMPL_largest_reg_flops=27
export IMPL_clock_sinks=27
export IMPL_synthFlopType="dfxtp_1"
export IMPL_drt_wl_total_um=1560
export IMPL_vias_per_cell=2.89
export IMPL_grt_overflow=0
export IMPL_worstSetupPathDepth=1
export IMPL_grt_pass1_wl_um=2460
export IMPL_crit_family="flip-flops"
export IMPL_tightest_slew_ns=0.0835
export IMPL_slew_headroom_pct=94.4
[layout make-up]
type	count	area (sq um)	share of cell area, %
Sequential cell	27	548	46.6
Timing Repair Buffer	54	520	44.3
Tap cell	50	62.6	5.32
Clock buffer	4	45.0	3.83
[metal layers]
metal / wire length (um) / share of wire (%)
met5: 0 / 0
met2: 626 / 40
met3: 315 / 20
met1: 605 / 39
met4: 16 / 1.0
[worst max-delay path by stage]
stage,slack (ns),end
6_report,0.05,output_share0[10]
5_1_grt,0.0004,output_share0[10]
4_1_cts,0.02,output_share0[8]
[cells in the final DEF (no fill, tap or decap)]
cell	count
clkdlybuf4s50_1	27
clkbuf_8	3
clkdlybuf4s15_1	23
clkbuf_1	1
clkbuf_2	4
dfxtp_1	21
dfxtp_2	6
[metrics by stage]
step	util, %	worst slack (ns)
floorplan	-	0.538
global placement	28.8	0.0400
detailed placement	28.8	0.0340
CTS	30.0	0.0235
global route	29.6	0.000449
finish	29.6	0.0483
[kinds of logic after synthesis]
family and synth area share (%):
flops 100
[report_power, final]
part	leakage (nW)	switching, mW	internal (mW)
combinational	0.227	0.0196	0.150
clock	0.0228	0.297	0.284
sequential	0.228	0.0130	1.13
total	0.478	0.330	1.57
[repair_timing]
item / CTS / global route
endpoints found under the hold margin: 0 / 0
hold buffers: 0 / 0
resized: 56 / 8
setup endpoints to repair: 27 / 6
Power figures rest on the tool's default switching activity, not on a simulated workload.
