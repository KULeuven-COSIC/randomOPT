**design/flow/run.sh**
```bash
#!/bin/bash
# OpenROAD 26Q1-2900-gdf79404cd8, Yosys 0.63+post, stock flow scripts
make -C /OpenROAD-flow-scripts/flow DESIGN_CONFIG=/design/flow/config.mk WORK_HOME=/design/flow/orfs finish
```
**design/flow/config.mk**
```make
export PLATFORM = sky130hd
export DESIGN_NAME = reg_24bits
export DESIGN_NICKNAME = reg_24bits
export VERILOG_FILES = /design/flow/design.v
export SDC_FILE = /design/flow/constraint.sdc
export NUM_CORES = 4
export LEC_CHECK = 1
export CORE_AREA = 10 10 71 71
export DIE_AREA = 0 0 81 81
```
**design/flow/constraint.sdc**
```tcl
current_design reg_24bits

set clk_period 1.0
set clk_io_pct 0.2

create_clock -name clk0 -period $clk_period [get_ports {clk}]

set non_clock_inputs [all_inputs -no_clocks]
set_input_delay [expr $clk_period * $clk_io_pct] -clock clk0 $non_clock_inputs
set_output_delay [expr $clk_period * $clk_io_pct] -clock clk0 [all_outputs]
```
**design/flow/design.v**
```verilog
module reg_24bits (
    input clk,
    input  [23:0] input_share0,
    output [23:0] output_share0
);
    reg [23:0] reg_share0;
    always @(posedge clk) begin
        reg_share0 <= input_share0;
    end
    assign output_share0 = reg_share0;
endmodule
```
==> summary.txt <==
Implementation progress

Signal nets in the final route climb as high as met4. Counting tap cells, the placed design contains a total of 120 instances. The clock period minus final worst setup slack stands at 0.950 ns. Per the CTS log, the buffer count on the longest clock path is 2. Hold-check failures listed in the final report amount to 0. The logs give a warning total of 25.

The total via count in the routed design stands at 365. The critical path is of the flip-flop to output port type. The effective utilization at floorplan stands at 13.2%. Per the CTS log, the maximum H-tree level is 1. The share of flip-flops with an asynchronous set or reset after synthesis stands at 0%.

The post-synthesis sequential element count stands at 24. After floorplanning, the core was sized to cover 3630 sq um. The largest individual stage delay along the critical path comes from the cell sky130_fd_sc_hd__dfxtp_2. The starting DRC count in detailed routing stands at 0. The final non-filler cell area stands at 1070 sq um. In this run the static leakage power is 0.434 nW. For this run, the slowest stage of the critical path takes 0.32 ns. For this run, the leading register cell type out of synthesis is sky130_fd_sc_hd__dfxtp_1. The STA report counts the stages on the worst setup path as 1. The number of vias per cell after detailed routing stands at 2.94. The area growth from synthesis to layout is 124%. The share of final-layout standard cells stronger than drive strength 1 stands at 10.5%. The max-slew violation total from the final report stands at 0. The maximum VDD drop stands at 400 uV. The final design was reported to hold multi-input combinational gates totalling 0. The number of I/O pins stands at 49.

The number of gates resized after CTS was 47. In this run the cell area measured after placement is 1020 sq um. The end-of-flow core utilization stands at 29.6%. Per the GRT congestion report, total overflow comes to 0. STA classifies the critical path startpoint as a flip-flop. As logged by OpenROAD, the buffers inserted on ports number 48. The tool flagged a number of max-cap violations equal to 0.

In this run, distinct cell masters in the synthesized netlist total 1. In this run the clock root is driven by a sky130_fd_sc_hd__clkbuf_8. The number of sinks driven by the clock tree stands at 24. The final setup violation count stands at 0. The worst setup path is captured at an output port. The height of the chip stands at 81 microns. The accumulated negative setup slack stands at 0 ns.

The area used by multi-input combinational logic stands at 0 sq um. The wire length on met2 stands at 697 microns. The area reported by Yosys stat stands at 480 sq um. The number of nets with antenna violations after detailed routing stands at 0. Hold analysis shows the worst path with a depth of 1. The number of standard cells after synthesis stands at 24. The aggregate routed wire length stands at 1430 microns. The area enclosed by the die boundary stands at 6560 sq um. The arrival time reported for the critical path endpoint stands at 0.75 ns.

In the log, the iteration count for the first detailed-route pass is 1. The kind of cell with the highest combined delay along the critical path is flip-flops. Per the summary, power density relative to cell area is 1680 nW/um^2. From left edge to right edge, the die measures 81 microns. The synthesized design contains 0 enable-type register cells. In the post-synthesis netlist, the cell with the most instances is sky130_fd_sc_hd__dfxtp_1.

Yosys stat counts 24 cells in the synthesized netlist. The run finished with clean final reports. The flip-flop count of the largest register after layout stands at 24. The critical path endpoint has a required time of 0.80 ns. The clock transition time at the flip-flop clock pins of the worst setup and hold paths stands at 0.08 ns. Per the timing report, the biggest fanout along the worst path comes to 1.

The largest net degree at the start of global routing stands at 14. The count of buffers added by post-CTS timing repair for setup stands at 0. Ranked by instance count, the synthesized netlist is headed by sky130_fd_sc_hd__dfxtp_1. The global placer's final weighted congestion stands at 0.739. The met3 wire length stands at 199 microns. The share of the clock period used by the worst path stands at 95.0%. The post-detailed-route DRC marker count stands at 0. The synthesized design devotes to its leading area cell type 100% of total area. Sorting the Yosys area breakdown by cell type puts at the top sky130_fd_sc_hd__dfxtp_1. The average cell area after synthesis stands at 20.0 sq um. The routed metal-1 wirelength stands at 505 microns. The achievable clock frequency stands at 1050 MHz. The share of the Yosys chip area taken by registers is 100%. Leaving out filler cells and counting taps, the final layout contains 124. The largest registers in the layout are reg_share0: 24 flops. Counting the buffers created by CTS gives 3.

The report lists the number of standard-cell rows as 22. The mapped netlist covers 480 sq um. The warning tally printed by Yosys for this design is 1.

Ranked by flip-flop count, first place goes to reg_share0. Setup repair after global routing left no endpoint under its margin. The initial antenna violation count came to 0. The number of antenna diodes in the final layout is 0. After synthesis, the cell types taking the most area are sky130_fd_sc_hd__dfxtp_1. Summing internal, switching and leakage power gives 0.00181 W. Looking at the max-slew report, the worst-margin pin has a slew of 0.0808 ns. The first global-routing pass estimated 2150 microns of wire. Checking hold timing, the worst path is listed with class input port to flip-flop. The signal on the critical path passes through clkdlybuf4s15_1. Summed over all routing layers, the global router reports a total usage of 4.22%.

After clock tree synthesis, the flow added hold-fix buffers numbering 0. The mean routed wirelength per cell stands at 11.6 microns. The tightest slew margin relative to the limit stands at 94.6%. The via count of the first global-routing pass stands at 383. TritonCTS built the clock tree. The count of buffer and inverter cells on the critical path stands at 1.
-- cell usage in the layout (no fill, tap or decap) --
master	netlist	final
sky130_fd_sc_hd__clkbuf_2	0	1
sky130_fd_sc_hd__clkbuf_8	0	4
sky130_fd_sc_hd__clkdlybuf4s15_1	0	23
sky130_fd_sc_hd__clkdlybuf4s50_1	0	24
sky130_fd_sc_hd__dfxtp_1	24	21
sky130_fd_sc_hd__dfxtp_2	0	3
-- layout make-up --
type | count | area, sq um
Tap cell | 48 | 60.1
Fill cell | 375 | 2560
Clock buffer | 4 | 55.1
Timing Repair Buffer | 48 | 475
Sequential cell | 24 | 484
-- cell families after synthesis --
logic type and share of synthesized area [%]:
DFF 100
-- worst paths after layout --
check | from | to | slack [ns]
worst min-delay path | input_share0[12] | reg_share0[12]$_DFF_P_ | 0.37
worst max-delay path | reg_share0[19]$_DFF_P_ | output_share0[19] | 0.05
-- per-layer routing --
layer	vias up	global-route usage, %
li1	176	-
met1	160	5.24
met2	25	6.61
met3	4	1.89
met4	0	1.04
met5	-	0
-- power by group --
group	leakage (nW)	switching [W]	total, W	internal [W]
clock	0.0288	0.000284	0.000635	0.000351
combinational	0.203	0.0000172	0.000153	0.000136
sequential	0.203	0.0000116	0.00102	0.00101
-- per-stage QoR --
stage / hold WS (ns) / worst slack [ns]
global placement: 0.650 / 0.0429
CTS: 0.360 / 0.00136
detailed placement: 0.652 / 0.0358
finish: 0.372 / 0.0502
global route: 0.360 / 0.000706
floorplan: 0.228 / 0.538
Power and IR drop assume default switching activity.
